--- design/flow/config.mk ---
export PLATFORM = sky130hd
export DESIGN_NAME = dmi_wrapper
export DESIGN_NICKNAME = dmi_wrapper
export VERILOG_FILES = /design/flow/design.v
export SDC_FILE = /design/flow/constraint.sdc
export NUM_CORES = 4
export LEC_CHECK = 1
export CORE_UTILIZATION = 50
--- design/flow/constraint.sdc ---
current_design dmi_wrapper

set clk_period 1.2
set clk_io_pct 0.2

create_clock -name clk0 -period $clk_period [get_ports {core_clk}]
create_clock -name clk1 -period $clk_period [get_ports {tck}]

set non_clock_inputs [all_inputs -no_clocks]
set_input_delay [expr $clk_period * $clk_io_pct] -clock clk0 $non_clock_inputs
set_output_delay [expr $clk_period * $clk_io_pct] -clock clk0 [all_outputs]
--- design/flow/design.v ---
module dmi_jtag_to_core_sync (
input       rd_en,       
input       wr_en,       
input       rst_n,       
input       clk,         
output      reg_en,      
output      reg_wr_en    
);
wire        c_rd_en;
wire        c_wr_en;
reg [2:0]   rden, wren;
assign reg_en    = c_wr_en | c_rd_en;
assign reg_wr_en = c_wr_en;
always @ ( posedge clk or negedge rst_n) begin
    if(!rst_n) begin
        rden <= '0;
        wren <= '0;
    end
    else begin
        rden <= {rden[1:0], rd_en};
        wren <= {wren[1:0], wr_en};
    end
end
assign c_rd_en = rden[1] & ~rden[2];
assign c_wr_en = wren[1] & ~wren[2];
endmodule
module dmi_wrapper(
  input              trst_n,               
  input              tck,                  
  input              tms,                  
  input              tdi,                  
  output             tdo,                  
  output             tdoEnable,            
  input              core_rst_n,           
  input              core_clk,             
  input [31:1]       jtag_id,              
  input [31:0]       rd_data,              
  output [31:0]      reg_wr_data,          
  output [6:0]       reg_wr_addr,          
  output             reg_en,               
  output             reg_wr_en,            
  output             dmi_hard_reset  
);
  wire                     rd_en;
  wire                     wr_en;
  wire                     dmireset;
 rvjtag_tap i_jtag_tap(
   .trst(trst_n),                       
   .tck(tck),                           
   .tms(tms),                           
   .tdi(tdi),                           
   .tdo(tdo),                           
   .tdoEnable(tdoEnable),               
   .wr_data(reg_wr_data),               
   .wr_addr(reg_wr_addr),               
   .rd_en(rd_en),                       
   .wr_en(wr_en),                       
   .rd_data(rd_data),                   
   .rd_status(2'b0),
   .idle(3'h0),                          
   .dmi_stat(2'b0),                      
   .version(4'h1),                       
   .jtag_id(jtag_id),
   .dmi_hard_reset(dmi_hard_reset),
   .dmi_reset(dmireset)
);
  dmi_jtag_to_core_sync i_dmi_jtag_to_core_sync(
    .wr_en(wr_en),                           
    .rd_en(rd_en),                           
    .rst_n(core_rst_n),
    .clk(core_clk),
    .reg_en(reg_en),                           
    .reg_wr_en(reg_wr_en)                           
  );
endmodule
module rvjtag_tap #(
parameter AWIDTH = 7
)
(
input               trst,
input               tck,
input               tms,
input               tdi,
output   reg        tdo,
output              tdoEnable,
output [31:0]       wr_data,
output [AWIDTH-1:0] wr_addr,
output              wr_en,
output              rd_en,
input   [31:0]      rd_data,
input   [1:0]       rd_status,
output  reg         dmi_reset,
output  reg         dmi_hard_reset,
input   [2:0]       idle,
input   [1:0]       dmi_stat,
input   [31:1]      jtag_id,
input   [3:0]       version
);
localparam USER_DR_LENGTH = AWIDTH + 34;
reg [USER_DR_LENGTH-1:0] sr, nsr, dr;
logic[3:0] state, nstate;
logic [4:0] ir;
wire jtag_reset;
wire shift_dr;
wire pause_dr;
wire update_dr;
wire capture_dr;
wire shift_ir;
wire pause_ir ;
wire update_ir ;
wire capture_ir;
wire[1:0] dr_en;
wire devid_sel;
wire [5:0] abits;
assign abits = AWIDTH[5:0];
localparam TEST_LOGIC_RESET_STATE = 0;
localparam RUN_TEST_IDLE_STATE    = 1;
localparam SELECT_DR_SCAN_STATE   = 2;
localparam CAPTURE_DR_STATE       = 3;
localparam SHIFT_DR_STATE         = 4;
localparam EXIT1_DR_STATE         = 5;
localparam PAUSE_DR_STATE         = 6;
localparam EXIT2_DR_STATE         = 7;
localparam UPDATE_DR_STATE        = 8;
localparam SELECT_IR_SCAN_STATE   = 9;
localparam CAPTURE_IR_STATE       = 10;
localparam SHIFT_IR_STATE         = 11;
localparam EXIT1_IR_STATE         = 12;
localparam PAUSE_IR_STATE         = 13;
localparam EXIT2_IR_STATE         = 14;
localparam UPDATE_IR_STATE        = 15;
always_comb  begin
    nstate = state;
    case(state)
    TEST_LOGIC_RESET_STATE: nstate = tms ? TEST_LOGIC_RESET_STATE : RUN_TEST_IDLE_STATE;
    RUN_TEST_IDLE_STATE:    nstate = tms ? SELECT_DR_SCAN_STATE   : RUN_TEST_IDLE_STATE;
    SELECT_DR_SCAN_STATE:   nstate = tms ? SELECT_IR_SCAN_STATE   : CAPTURE_DR_STATE;
    CAPTURE_DR_STATE:       nstate = tms ? EXIT1_DR_STATE         : SHIFT_DR_STATE;
    SHIFT_DR_STATE:         nstate = tms ? EXIT1_DR_STATE         : SHIFT_DR_STATE;
    EXIT1_DR_STATE:         nstate = tms ? UPDATE_DR_STATE        : PAUSE_DR_STATE;
    PAUSE_DR_STATE:         nstate = tms ? EXIT2_DR_STATE         : PAUSE_DR_STATE;
    EXIT2_DR_STATE:         nstate = tms ? UPDATE_DR_STATE        : SHIFT_DR_STATE;
    UPDATE_DR_STATE:        nstate = tms ? SELECT_DR_SCAN_STATE   : RUN_TEST_IDLE_STATE;
    SELECT_IR_SCAN_STATE:   nstate = tms ? TEST_LOGIC_RESET_STATE : CAPTURE_IR_STATE;
    CAPTURE_IR_STATE:       nstate = tms ? EXIT1_IR_STATE         : SHIFT_IR_STATE;
    SHIFT_IR_STATE:         nstate = tms ? EXIT1_IR_STATE         : SHIFT_IR_STATE;
    EXIT1_IR_STATE:         nstate = tms ? UPDATE_IR_STATE        : PAUSE_IR_STATE;
    PAUSE_IR_STATE:         nstate = tms ? EXIT2_IR_STATE         : PAUSE_IR_STATE;
    EXIT2_IR_STATE:         nstate = tms ? UPDATE_IR_STATE        : SHIFT_IR_STATE;
    UPDATE_IR_STATE:        nstate = tms ? SELECT_DR_SCAN_STATE   : RUN_TEST_IDLE_STATE;
    default:                nstate = TEST_LOGIC_RESET_STATE;
    endcase
end
always @ (posedge tck or negedge trst) begin
    if(!trst) state <= TEST_LOGIC_RESET_STATE;
    else state <= nstate;
end
assign jtag_reset = state == TEST_LOGIC_RESET_STATE;
assign shift_dr   = state == SHIFT_DR_STATE;
assign pause_dr   = state == PAUSE_DR_STATE;
assign update_dr  = state == UPDATE_DR_STATE;
assign capture_dr = state == CAPTURE_DR_STATE;
assign shift_ir   = state == SHIFT_IR_STATE;
assign pause_ir   = state == PAUSE_IR_STATE;
assign update_ir  = state == UPDATE_IR_STATE;
assign capture_ir = state == CAPTURE_IR_STATE;
assign tdoEnable = shift_dr | shift_ir;
always @ (negedge tck or negedge trst) begin
   if (!trst) ir <= 5'b1;
   else begin
      if (jtag_reset) ir <= 5'b1;
      else if (update_ir) ir <= (sr[4:0] == '0) ? 5'h1f :sr[4:0];
   end
end
assign devid_sel  = ir == 5'b00001;
assign dr_en[0]   = ir == 5'b10000;
assign dr_en[1]   = ir == 5'b10001;
always @ (posedge tck or negedge trst) begin
    if(!trst)begin
        sr <= '0;
    end
    else begin
        sr <= nsr;
    end
end
always_comb begin
    nsr = sr;
    case(1)
    shift_dr:   begin
                    case(1)
                    dr_en[1]:   nsr = {tdi, sr[USER_DR_LENGTH-1:1]};
                    dr_en[0],
                    devid_sel:  nsr = {{USER_DR_LENGTH-32{1'b0}},tdi, sr[31:1]};
                    default:    nsr = {{USER_DR_LENGTH-1{1'b0}},tdi};  
                    endcase
                end
    capture_dr: begin
                    case(1)
                    dr_en[0]:   nsr = {{USER_DR_LENGTH-15{1'b0}}, idle, dmi_stat, abits, version};
                    dr_en[1]:   nsr = {{AWIDTH{1'b0}}, rd_data, rd_status};
                    devid_sel:  nsr = {{USER_DR_LENGTH-32{1'b0}}, jtag_id, 1'b1};
                    endcase
                end
    shift_ir:   nsr = {{USER_DR_LENGTH-5{1'b0}},tdi, sr[4:1]};
    capture_ir: nsr = {{USER_DR_LENGTH-1{1'b0}},1'b1};
    endcase
end
always @ (negedge tck ) tdo <= sr[0];
always @ (posedge tck or negedge trst) begin
    if(!trst) begin
        dmi_hard_reset <= 1'b0;
        dmi_reset      <= 1'b0;
    end
    else if (update_dr & dr_en[0]) begin
        dmi_hard_reset <= sr[17];
        dmi_reset      <= sr[16];
    end
    else begin
        dmi_hard_reset <= 1'b0;
        dmi_reset      <= 1'b0;
    end
end
always @ (posedge tck or negedge trst) begin
    if(!trst)
        dr <=  '0;
    else begin
        if (update_dr & dr_en[1])
            dr <= sr;
        else
            dr <= {dr[USER_DR_LENGTH-1:2],2'b0};
    end
end
assign {wr_addr, wr_data, wr_en, rd_en} = dr;
endmodule
--- design/flow/run.sh ---
#!/bin/bash
# OpenROAD 26Q1-2900-gdf79404cd8, Yosys 0.63+post, stock flow scripts
make -C /OpenROAD-flow-scripts/flow DESIGN_CONFIG=/design/flow/config.mk WORK_HOME=/design/flow/orfs finish
==> results_slide.txt <==
Flow Results at a Glance

Yosys
  – Yosys Chip Area: 0.004900 mm^2
  – Synthesized instance count: ~450
  – Cell area after synthesis: 0.004900 mm^2
  – Distinct lib cells used: 50
  – Post-synth EDFFs: 0
  – Synth Seq Share: 0.5664
  – Yosys Instances: 452
  – Share of flip-flops with an asynchronous set or reset: 0.9910
  – Synthesized area per cell: 10.84 um^2
  – Synth top area cells: dfrtp_1 (53%), mux2_2 (8.7%), a21oi_1 (5.7%)
  – #FFs+latches synth: 111
  – Ys flop type: dfrtp_1
  – Max-area cell share: 0.5312
  – Ys Warns: 2
  – Synth area leader: dfrtp_1

Run
  – Max-capacitance violation count: 0
  – OpenROAD warning count: 32

Pwr
  – Power per Cell Area: roughly 1800 mW/mm^2
  – Leak pwr: 0.003349 uW
  – Peak VDD IR: 0.0008568 V

Layout
  – Final core occ: 0.7418
  – Area growth from synthesis to layout: 41.88%
  – Layout cells sized above 1: 0.3042

Timing
  – Setup ws final: -1.026 ns
  – Slew HR: 0.7499
  – RSZ-0062 raised after global routing: true
  – Clock Skews: around 0.044 ns
  – Setup Total Neg Slack: -85.10 ns
  – Final Hold Vio Count: 0
  – Final max-slew violation count: 0
  – Worst-Margin Slew: 0.3752 ns
  – Final setup viols: between 90 and 100

Worst setup path
  – Worst R2R Start: i_jtag_tap.ir[1]$_DFFE_NN0P_
  – Setup crit end kind: flip-flop
  – Crit path from: i_jtag_tap.ir[1]$_DFFE_NN0P_
  – Crit Path Max Fanout: 28
  – Worst R2R End: i_jtag_tap.sr[18]$_DFFE_PN0P_
  – Worst Setup EP: i_jtag_tap.sr[18]$_DFFE_PN0P_
  – Crit path max-delay cell type: or4b_4
  – Class of the most critical setup path: reg -> reg
  – Critical Path RT: 1.48 ns
  – Max stage delay on crit path: 0.59 ns
  – CP Launch Type: flip-flop
  – WP data arrival: ~2.5 ns
  – Crit-path cells: or4b_4, nor2_4, buf_12, a21oi_1, a21oi_1
  – CP dominant cell by count: a21oi_1
  – Worst reg-to-reg path cell count: 5
  – Reg2reg setup slack: -1.03 ns

Die
  – Io pins: 113
  – Core footprint: 0.009371 mm^2
  – Cell Rows: 35
  – Die Y: just over 100 um
  – Starting density of the core: 0.5228
  – Die X: 101.0 um
  – Chip area: 0.01020 mm^2

Global routing
  – Largest net degree at the start of global routing: 72
  – Antenna violations before repair: 0
  – Grt total ovfl: 0
  – Vias in the first global route: 3,797
  – GRT Util Overall: 0.2562
  – Global-route wire length before repair: 19,170 um

Clock network
  – Clock Sinks: 111
  – TritonCTS clock tree: yes
  – Clock transition at path regs: 0.09 ns

Status
  – Status: finished with violations
  – Failing checks: setup timing

Drt
  – Via count: 3,940
  – Average wire per standard cell: around 16 um
  – Wirelength, routed: 12,250 um
  – # diodes: 0
  – # DRC: 0
  – Vias/cell: 5.274
  – Initial DRC Count: 143
  – Final ANT Viol Nets: 0
  – DR pass1 iterations: 4

Place
  – GP Congestion: 0.9028
  – DPL Wire Length: 7777 um
  – Port bufs: 111

Worst hold path
  – Hold WC Path Type: in -> async
[cells in the mapped netlist, types with 2 or more instances]
| cell | number |
|---|---|
| a21oi_1 | 56 |
| inv_1 | 6 |
| and2b_1 | 4 |
| nand3_1 | 3 |
| nor2b_1 | 26 |
| dfstp_2 | 2 |
| a22o_1 | 7 |
| nor3_1 | 7 |
| mux2i_1 | 2 |
| o211ai_1 | 3 |
| a41oi_1 | 2 |
| buf_4 | 6 |
| nor2_1 | 51 |
| dfrtn_1 | 4 |
| o22ai_1 | 2 |
| buf_2 | 9 |
| and3_1 | 26 |
| dfrtp_1 | 104 |
| mux2_2 | 38 |
| nand3b_1 | 3 |
| o21a_1 | 3 |
| o21ai_0 | 29 |
| clkbuf_1 | 15 |
| nor2_4 | 2 |
| a31oi_1 | 2 |
| nand2_1 | 11 |
| nand4_1 | 2 |
| and2_1 | 5 |
[placed cells by master, fill, tap and decap left out, types with 6 or more instances in the layout]
cell,count
a21oi_1,54
a22o_1,7
and3_1,26
buf_12,10
buf_4,40
buf_6,11
clkbuf_2,28
clkbuf_8,13
clkdlybuf4s15_1,11
clkdlybuf4s50_1,66
dfrtp_1,104
inv_1,7
mux2_2,38
nand2_1,8
nor2_1,47
nor2b_1,24
o21ai_0,22
o21ai_1,6
[registers in the layout, summed over array words and instances, names as in the netlist]
register / count
i_dmi_jtag_to_core_sync.wren: 3
i_jtag_tap.dr: 41
i_jtag_tap.dmi_hard_reset: 1
i_dmi_jtag_to_core_sync.rden: 3
i_jtag_tap.sr: 41
i_jtag_tap.ir: 5
i_jtag_tap.tdo: 1
i_jtag_tap.state: 16
[power breakdown]
part | total (uW) | internal (uW) | leakage [uW] | switching, uW
Sequential | 5560 | 4760 | 0.00146 | 805
Clock | 2430 | 1170 | 0.000127 | 1260
Combinational | 4400 | 2440 | 0.00177 | 1960
[stage by stage]
step	power (uW)	instance area (um^2)	setup WS (ns)	hold WS (ns)	cells
after CTS	12210	6860	-0.9966	0.1714	735
after detailed placement	9516	6450	-1.028	0.08843	704
after global placement	9423	6450	-1.010	0.08934	704
final	12390	6952	-1.026	0.1818	747
after global routing	13200	6952	-1.101	0.1609	747
after floorplan	7434	4935	-1.004	-0.05559	452
[how the worst min path moves through the flow]
stage / slack, ns / from / depth (start not counted) / to
after CTS: 0.17 / trst_n / 1 / i_jtag_tap.ir[1]$_DFFE_NN0P_
after global routing: 0.16 / trst_n / 1 / i_jtag_tap.ir[3]$_DFFE_NN0P_
final: 0.18 / trst_n / 1 / i_jtag_tap.ir[3]$_DFFE_NN0P_
[kinds of logic after synthesis]
logic type,share of synthesized area
AOI/OAI and AO/OA,0.1417
buffers and inverters,0.03524
and+or+nand+nor,0.1652
muxes,0.09142
DFF,0.5664
[routing by layer]
layer	track usage	share of wire	wire [um]	vias up
met5	0	0	0	-
met4	0.02564	0.012	152	0
met3	0.05219	0.070	862	16
met2	0.3936	0.45	5531	135
met1	0.4150	0.47	5706	1874
li1	-	-	-	1915
[area by class of cell]
cell class                      instances  area, um^2
Clock buffer                           16       211.5
Clock inverter                          5       28.78
Fill cell                             670        2420
Inverter                                5       18.77
Multi-Input combinational cell        304        2073
Sequential cell                       111        2775
Tap cell                              129       161.4
Timing Repair Buffer                  177        1683
[worst max-delay path: cells and delay by family (launching register included)]
kind	cells	cell delay, ns
buffers and inverters	1	0.18
flip-flops	1	0.40
AND-OR/OR-AND	2	0.25
AND/OR/NAND/NOR	2	0.71
[what timing repair did]
item | in CTS | in global routing
endpoints found under the hold margin | 27 | 0
cloned | 1 | 5
pin swaps | 10 | 9
buffers inserted | 9 | 8
setup endpoints to repair | 135 | 126
hold buffers | 2 | 0
gates resized | 121 | 49
Power and IR drop assume default switching activity.
